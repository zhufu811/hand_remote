File: flow/design.v
module		tx(
					input			clk_50	    		,
					input			rst_n			     	,
					input			tx_vld				,
					input	[ 7:0]	tx_data				,
					output	reg	    tx                  ,
					output  wire    tx_done             
);
		parameter					BPS_END	=	13'd868	;     
		parameter					BIT_END	=	4'd10		;
		reg 			[ 7:0]		tx_data_temp				;
		reg						    tx_flag						;
		reg	     		[12:0]		bps_cnt						;
        wire						add_bps_cnt					;
        wire						end_bps_cnt					;
        reg			    [ 3:0]		bit_cnt						;
        wire						add_bit_cnt					;
        wire						end_bit_cnt					;
		always @(posedge clk_50 or negedge rst_n)begin
			if(rst_n==0)
				tx_data_temp	<=	0		;
			else if(tx_vld)
				tx_data_temp	<=	tx_data	;
		end 
		always @(posedge clk_50 or negedge rst_n)begin
			if(rst_n==0)
				tx_flag	<=	0		;
			else if(end_bit_cnt)
				tx_flag	<=	0		;
			else if(tx_vld)
				tx_flag	<=	1		;
		end
		always @(posedge clk_50 or negedge rst_n)begin
        	if(rst_n==0)
        		bps_cnt	<=	0		;
        	else if(add_bps_cnt)begin
        		if(end_bps_cnt)
        			bps_cnt	<=	0	;
        		else
        			bps_cnt	<=	bps_cnt + 1	;
        	end
        end
        assign		add_bps_cnt	=	tx_flag	;
        assign		end_bps_cnt	=	add_bps_cnt	&&	bps_cnt==BPS_END-1	;
        always @(posedge clk_50 or negedge rst_n)begin
        	if(rst_n==0)
        		bit_cnt	<=	0		;
        	else if(add_bit_cnt)begin
        		if(end_bit_cnt)
        			bit_cnt	<=	0	;
        		else
        			bit_cnt	<=	bit_cnt + 1	;
        	end
        end
        assign		add_bit_cnt	=	end_bps_cnt	;
        assign		end_bit_cnt	=	add_bit_cnt	&&	bit_cnt==BIT_END-1	;
		assign      tx_done     =   end_bit_cnt                          ;  
		always @(posedge clk_50 or negedge rst_n)begin
			if(rst_n==0)
				tx	<=	1		;
			else if(tx_flag)begin
				if(add_bit_cnt && bit_cnt!=8) begin
					if (bit_cnt == 9)
					    tx  <=      1   ;
					else
					    tx	<=		tx_data_temp[bit_cnt]	;
				end
				else if(bit_cnt==0)	
					tx	<=		0	;
				else if(bit_cnt == 9)
				    tx  <=      1   ;
			    else
				    tx  <=      tx   ;  
			end
			else 
					tx	<=		1	;
		end
endmodule
File: flow/run.sh
#!/bin/bash
# OpenROAD 26Q1-2900-gdf79404cd8, Yosys 0.63+post, stock flow scripts
make -C /OpenROAD-flow-scripts/flow DESIGN_CONFIG=/design/flow/config.mk WORK_HOME=/design/flow/orfs finish
File: flow/config.mk
export PLATFORM = sky130hd
export DESIGN_NAME = tx
export DESIGN_NICKNAME = tx
export VERILOG_FILES = /design/flow/design.v
export SDC_FILE = /design/flow/constraint.sdc
export NUM_CORES = 4
export LEC_CHECK = 1
export CORE_AREA = 10 10 96 96
export DIE_AREA = 0 0 106 106
File: flow/constraint.sdc
current_design tx

set clk_period 3.9
set clk_io_pct 0.2

create_clock -name clk0 -period $clk_period [get_ports {clk_50}]

set non_clock_inputs [all_inputs -no_clocks]
set_input_delay [expr $clk_period * $clk_io_pct] -clock clk0 $non_clock_inputs
set_output_delay [expr $clk_period * $clk_io_pct] -clock clk0 [all_outputs]
==> summary.txt <==
The flow run is done. The flow ran to the end, and the final reports show no timing, DRC or antenna violations. The critical path is of the reg -> out type. Cell area after technology mapping landed at 1350 sq um. The routed design could run at a clock period as short as between 2 and 3 ns. Per the placement log, port buffering inserted 12 buffers. Once the clock tree was built, the setup fixing pass inserted 0 buffers. Initial antenna violation count landed at 0.

Clock input transition at the sequential cells of the worst setup and hold paths landed at 0.09 ns. Number of search-and-repair iterations in the first detailed-routing pass landed at 4. The script extracted a total leakage power of 0.6309 nW. Number of global-route vias before repair landed at 976.

Per the synth stats, the proportion of register bits with asynchronous set or reset is 1.000. Across the run, the number of max-cap violations was 0. Number of clock buffers inserted by TritonCTS landed at 3.

The worst setup path is launched from a flop. Number of antenna cells inserted landed at 0. At the end of the flow the core is filled with cells to 0.2246. Starting density of the core landed at 0.1871. Maximum number of pins on one net before global-route repair landed at 28. According to the timing report, the critical path is captured at tx_done. The number of gates resized after CTS was 0. Derived from the worst setup path, the maximum achievable clock frequency is 363.0 MHz. Final setup violation count landed at 0. In this run the horizontal extent of the chip is ~110 um. By instance count, the leading cell after synthesis is sky130_fd_sc_hd__dfrtp_1. Ratio of routed vias to standard cells landed at slightly below 4. The die covers 11,240 sq um. Number of standard-cell rows in the floorplan landed at 31. STA classifies the critical path endpoint as an output pin. DRC violation count after routing landed at 0.

Average size of a mapped cell landed at 10.98 sq um. By area the synthesized netlist is led by sky130_fd_sc_hd__dfrtp_1, sky130_fd_sc_hd__mux2_2, sky130_fd_sc_hd__xnor2_1, sky130_fd_sc_hd__ha_1, sky130_fd_sc_hd__nand3_1. Worst setup skew after layout landed at approximately 0.0053 ns. Per the final report, max-transition violations number 0. For the pin with the worst max-slew slack, the measured transition is just over 0.5 ns.

Setup repair after global routing left no endpoint under its margin. Share of final-layout standard cells stronger than drive strength 1 landed at 0.1544. First-pass GRT wire length landed at approximately 4300 um. Count of hold buffers inserted by post-cts repair landed at 0. According to the timing report, the critical path is launched from bps_cnt[0]. RePlAce ended its routability-driven mode at a weighted congestion of 0.7991. Register bit count reported by yosys landed at 27. Per the Yosys statistics, synthesis produced about 120 cells.

STA lists the startpoint of the worst register-to-register path as bps_cnt[0]. Looking at the clock tree report, the root buffer type is sky130_fd_sc_hd__clkbuf_8. After routing, the total negative slack on setup checks comes to 0 ns. In this run the worst path has a maximum fanout of 5. The global route stage reports its total congestion overflow as 0. Required time of the critical path landed at 3.12 ns. Number of levels in the clock H-tree landed at 1.

The floorplan report gives the top-level pin count as 13. STA lists the endpoint of the worst register-to-register path as bit_cnt[3]. Of the synthesized area, sequential elements account for 0.5014. In the synthesized netlist the dominant register cell turns out to be sky130_fd_sc_hd__dfrtp_1. Count of cells along the worst register-to-register path landed at 5.

According to the hold report, the worst path is of the reg -> reg type. According to the floorplan report, the placeable core area is 7214 sq um. In this run the layout overhead on the synthesized area is reported as 20.02%. Maximum resistive drop on vdd landed at between 300 and 400 uV. Summed over all routing layers, the global router reports a total usage of 0.04379. Headroom to the max-slew limit landed at 0.6592. Y dimension of the die landed at between 100 and 150 um. Source-to-sink clock delay at the later pin of the worst-skew pair landed at between 0.2 and 0.3 ns. Final-report hold violation count landed at 0. Counting the warning lines in the Yosys log gives 1.

For this block, the initial DRC count from the detailed router was 11. Of all cell types, the one taking the most synthesized area is sky130_fd_sc_hd__dfrtp_1. Data arrival at the endpoint of the critical path landed at roughly 2.0 ns. Register-to-register setup slack landed at just over 2 ns. Synthesis produced 123 cells. Top cell type's share of synthesized area landed at 0.4819.

Number of distinct library cell variants in the gate-level netlist after synthesis landed at 35. Dividing the detail-routed wire length by the instance count gives 9.991 um. Power density relative to cell area landed at ~400 nW/um^2. The synthesized design contains 0 enable-type register cells. The logs give a warning total of 27. HPWL reported at the end of detailed placement landed at 1767 um. After synthesis, the most frequently instantiated cells are sky130_fd_sc_hd__dfrtp_1, sky130_fd_sc_hd__nor2_1, sky130_fd_sc_hd__mux2_2. CTS reports a maximum clock tree buffer depth of 2.

The tree built by TritonCTS fans out to 27 sinks. Synthesis area per yosys landed at 1350 sq um. Remaining number of nets flagged by the antenna check after routing landed at 0. TritonCTS built the clock tree. Across all layers, the routed design uses 921 vias. In the post-route report, total wirelength is listed as 2348 um.

Post-route clock period utilization landed at 0.7063.
-- worst min path at each step --
stage,startpoint,end,depth (start not counted)
4_1_cts,bps_cnt[4],bps_cnt[4],1
5_1_grt,bps_cnt[4],bps_cnt[4],1
6_report,bps_cnt[9],bps_cnt[9],1
-- critical path: stages, from the launching register on --
cell	delay [ns]
sky130_fd_sc_hd__dfrtp_1	0.41
sky130_fd_sc_hd__ha_1	0.21
sky130_fd_sc_hd__nand2_1	0.12
sky130_fd_sc_hd__nand4b_1	0.30
sky130_fd_sc_hd__nor2_1	0.18
sky130_fd_sc_hd__clkdlybuf4s50_1	0.49
-- registers in the layout, summed over array words and instances, names as in the netlist --
register      cells
tx                1
bps_cnt          13
tx_flag           1
bit_cnt           4
tx_data_temp      8
-- layout by cell type (no fill, tap or decap) --
| cell type | instances |
|---|---|
| sky130_fd_sc_hd__a21oi_1 | 5 |
| sky130_fd_sc_hd__a221o_1 | 1 |
| sky130_fd_sc_hd__a22o_1 | 1 |
| sky130_fd_sc_hd__a2bb2oi_1 | 1 |
| sky130_fd_sc_hd__a31oi_1 | 1 |
| sky130_fd_sc_hd__and2_1 | 1 |
| sky130_fd_sc_hd__and4_1 | 2 |
| sky130_fd_sc_hd__and4b_1 | 1 |
| sky130_fd_sc_hd__buf_4 | 1 |
| sky130_fd_sc_hd__clkbuf_8 | 3 |
| sky130_fd_sc_hd__clkdlybuf4s50_1 | 12 |
| sky130_fd_sc_hd__clkinvlp_4 | 1 |
| sky130_fd_sc_hd__dfrtp_1 | 26 |
| sky130_fd_sc_hd__dfstp_2 | 1 |
| sky130_fd_sc_hd__ha_1 | 4 |
| sky130_fd_sc_hd__inv_1 | 5 |
| sky130_fd_sc_hd__mux2_2 | 10 |
| sky130_fd_sc_hd__mux2i_1 | 1 |
| sky130_fd_sc_hd__mux4_2 | 2 |
| sky130_fd_sc_hd__nand2_1 | 9 |
| sky130_fd_sc_hd__nand2b_1 | 1 |
| sky130_fd_sc_hd__nand3_1 | 9 |
| sky130_fd_sc_hd__nand4_1 | 4 |
| sky130_fd_sc_hd__nand4b_1 | 1 |
| sky130_fd_sc_hd__nor2_1 | 12 |
| sky130_fd_sc_hd__nor2b_1 | 2 |
| sky130_fd_sc_hd__nor3_1 | 1 |
| sky130_fd_sc_hd__nor4_1 | 1 |
| sky130_fd_sc_hd__nor4_2 | 1 |
| sky130_fd_sc_hd__o21ai_0 | 5 |
| sky130_fd_sc_hd__o21ai_1 | 1 |
| sky130_fd_sc_hd__o21ai_2 | 1 |
| sky130_fd_sc_hd__o21bai_1 | 1 |
| sky130_fd_sc_hd__or2_2 | 1 |
| sky130_fd_sc_hd__xnor2_1 | 6 |
| sky130_fd_sc_hd__xor2_1 | 1 |
-- report_power, final --
| group | leakage, nW | total [W] | internal [W] | switching [W] |
|---|---|---|---|---|
| clock | 0.0217 | 0.000161 | 0.0000725 | 0.0000884 |
| combinational | 0.273 | 0.000122 | 0.0000693 | 0.0000525 |
| sequential | 0.336 | 0.000369 | 0.000322 | 0.0000471 |
-- logic make-up after synthesis --
group / count (synthesis) / share of synthesized area
AND-OR/OR-AND: 17 / 0.07785
AND/OR/NAND/NOR: 46 / 0.1779
flip-flops: 27 / 0.5014
buffers and inverters: 9 / 0.03614
adder cells (fa/ha/maj): 4 / 0.03707
XOR/XNOR: 7 / 0.04541
multiplexers: 13 / 0.1242
-- layer usage --
layer	routed length, um	global-route usage	share of wire	vias to the layer above
met3	92	0.007339	0.039	2
met5	0	0	0	-
met1	1103	0.05715	0.47	439
li1	-	-	-	464
met2	1098	0.07376	0.47	16
met4	54	0.01161	0.023	0
-- layout make-up --
class / instances / area, sq um
multi-input combinational: 87 / 624.3
sequential: 27 / 676.9
clock buffer: 3 / 41.29
clock inverter: 1 / 7.507
timing repair buffer: 13 / 127.6
tap: 99 / 123.9
fill: 803 / 5594
inverter: 5 / 18.77
-- through the flow --
stage	cell area [sq um]	power [W]	hold slack, ns	setup slack [ns]	instances
final	1620	0.0006522	0.5104	1.145	235
after floorplan	1350	0.0004575	0.4601	2.127	123
after detailed placement	1572	0.0004974	0.4932	1.461	231
after global placement	1572	0.0004955	0.4916	1.463	231
after global routing	1620	0.0007010	0.5313	0.9211	235
after CTS	1620	0.0006639	0.5120	1.114	235
Power is estimated from default activity; no workload was simulated.
